`flow/design.v`:
```
module fpga2_mlp (
    input        CLOCK_50,
    input  [9:0] GPIO_LINK,    
    output [9:0] LEDR          
);
    wire signed [9:0] z = GPIO_LINK;
    wire signed [9:0] y;
    mlp_bias_relu u_bias_relu (
        .z(z),
        .y(y)
    );
    assign LEDR = y[9:0];
endmodule
module mlp_bias_relu (
    input  signed [9:0] z,
    output signed [9:0] y
);
    localparam signed [9:0] BIAS = -10'sd1;
    wire signed [9:0] sum = z + BIAS;
    assign y = (sum[9] == 1'b1) ? 10'sd0 : sum;
endmodule
```
`flow/run.sh`:
```
#!/bin/bash
# OpenROAD 26Q1-2900-gdf79404cd8, Yosys 0.63+post, stock flow scripts
make -C /OpenROAD-flow-scripts/flow DESIGN_CONFIG=/design/flow/config.mk WORK_HOME=/design/flow/orfs finish
```
`flow/config.mk`:
```
export PLATFORM = sky130hd
export DESIGN_NAME = fpga2_mlp
export DESIGN_NICKNAME = fpga2_mlp
export VERILOG_FILES = /design/flow/design.v
export SDC_FILE = /design/flow/constraint.sdc
export NUM_CORES = 4
export LEC_CHECK = 1
export CORE_AREA = 10 10 70 70
export DIE_AREA = 0 0 80 80
```
`flow/constraint.sdc`:
```
current_design fpga2_mlp

set clk_period 3.2
set clk_io_pct 0.2

create_clock -name clk0 -period $clk_period

set non_clock_inputs [all_inputs -no_clocks]
set_input_delay [expr $clk_period * $clk_io_pct] -clock clk0 $non_clock_inputs
set_output_delay [expr $clk_period * $clk_io_pct] -clock clk0 [all_outputs]
```
==> results_slide.txt <==
Flow Results at a Glance

Pwr
  • Pwr Density: 103 nW/um^2
  • Leakage: 0.229 nW
  • VDD IR-drop max: 0.0413 mV

Min path
  • Hold WC Path Type: in2out
  • Worst hold path startpoint: GPIO_LINK[0]

STA
  • Final tally of hold violations: 0
  • Max frequency: about 330 MHz
  • Cycle use final: about 96%
  • RSZ-0062 raised after global routing: no
  • Final setup fails: 0
  • Final setup TNS: 0 ns
  • Fin crit period: 3.07 ns
  • Max-slew violation count: 0

Global route
  • Total grt overflow: 0
  • Initial antenna violation count: 0
  • Number of global-route vias before repair: about 390
  • Largest net degree at the start of global routing: 9
  • Met1 GRT Util: 4.75%
  • Met2 Resource Use GR: 4.49%
  • GR Util met3: under 10%
  • Global-route usage over all layers: under 10%
  • Most Crowded Layer GR: met1
  • First-pass GRT wire length: 1730 um

Finish
  • Flop count: 0
  • Area grow syn2layout: 111%
  • Layout cells sized above 1: 18.8%
  • Post-route cell area: between 500 and 600 sq um
  • Flop area: 0 sq um
  • Final non-filler cell total: roughly 120
  • Layout clock buffer count: 0

Drt
  • DRT iter0 DRCs: 7
  • First-pass DRT Iterations: 2
  • Final wirelength: ~1100 um
  • DR vias: around 400
  • Residual DRC: 0
  • Post-DR wirelength/cell: approximately 9.4 um
  • Post-route ant nets: 0
  • DR vias/cell: 3.43
  • Antenna Cells: 0

Floorplan
  • Rows: 21
  • Die Height: around 80 um
  • Die width: 80 um
  • Initial Utilization: 8.17%
  • I/O pin count: 21
  • Core Box Area: roughly 3400 sq um
  • Die area: about 6400 sq um

Synthesis
  • Biggest area cells: xnor2_1 (16%), nor2_1 (11%), nor4_4 (7.6%)
  • Ys cells: around 44
  • Post-synth top area share: 15.7%
  • YS warnings: 0
  • Distinct lib cells: 24
  • Gate Count Post-Synth: about 44
  • Syn Area/Cell: approximately 6.3 sq um
  • Chip Area, Yosys: 279 sq um
  • Synthesized cell area: roughly 280 sq um
  • Synth area leader: xnor2_1
  • Seq share, synth: 0%

Place
  • DP HPWL: approximately 930 um
  • Post-DP Area: around 580 sq um
  • # placed instances: 115
  • RD Place Congestion: about 0.73
  • Port-buffer cells: 19

Critical path
  • Worst EP arrival: 2.43 ns
  • CP Capture Type: output pin
  • Largest stage delay, worst path: approximately 0.50 ns
  • CP most frequent cell: clkdlybuf4s50_1
  • Critical path cell sequence: clkdlybuf4s50_1, inv_1, ha_1, nand2_2, or3_1, o31ai_1, clkdlybuf4s50_1
  • Startpoint Class: input pin
  • Critical path class: in2out
  • CP Max Fanout: 3
  • Setup crit start: GPIO_LINK[1]
  • Crit path DRT: roughly 2.6 ns
  • Slowest-stage cell, CP: clkdlybuf4s50_1

Job
  • Max Cap Viol: 0
  • Tool warnings: 33

CTS
  • Hold Buf Count CTS: 0
  • Number of setup buffers added after CTS: 0

Outcome
  • Outcome: complete, no violations
## placed cells by master (no fill, tap or decap), types with 2 or more instances in the layout
cell,n
a21oi_1,2
nor2_1,7
nand3_1,2
clkdlybuf4s50_1,15
inv_1,3
xnor2_1,4
dlymetal6s2s_1,2
nand2_1,2
dlygate4sd2_1,2
o31ai_1,2
buf_4,8
nor3_1,4
## cells in the mapped netlist
cell,number
nor2_1,8
o31ai_1,2
nand4b_1,1
nand3b_1,1
ha_1,1
nor4_4,1
inv_1,3
a211o_1,1
clkbuf_1,1
nand2b_1,1
nand4_1,1
o311ai_0,1
buf_4,1
or3_1,1
nand3_1,2
xnor2_1,5
a31o_2,1
xor2_1,1
nand2_1,2
conb_1,1
nand2_2,1
a21oi_1,2
a31oi_1,1
nor3_1,4
## final timing paths
kind                  endpoint  slack [ns]  depth (start not counted)
worst max-delay path   LEDR[8]        0.13                          7
worst min-delay path   LEDR[0]        1.93                          3
## metrics by stage
stage	setup slack, ns	hold WS, ns	utilization, %	power [mW]
after floorplan	1.04	1.29	-	0.0206
after global placement	-0.0595	2.27	16.8	0.0606
after CTS	0.0315	2.25	17.0	0.0615
after global routing	0.0344	1.98	17.2	0.0671
final	0.135	1.93	17.2	0.0605
after detailed placement	-0.0586	2.28	16.8	0.0611
## logic make-up after synthesis
group	Yosys count	share of synthesized area [%]
AOI/OAI and AO/OA	8	20.6
xor gates and xnor gates	6	18.8
adders and majority gates	1	4.48
buffers and inverters	5	8.07
other	1	1.34
and+or+nand+nor	23	46.6
## final cells by class
| type | instances | area [sq um] |
|---|---|---|
| timing repair buffer | 27 | 253 |
| inverter | 3 | 11.3 |
| multi-input combinational | 39 | 267 |
| tap | 46 | 57.6 |
| fill | 410 | 2830 |
## what timing repair did
action / in CTS / in global routing
setup endpoints to repair: 6 / 6
resized: 3 / 3
pin swaps: 2 / 3
## metal layers
metal | up-vias | share of wire (%)
li1 | 209 | -
met1 | 172 | 56
met2 | 14 | 36
met3 | 0 | 7.8
met4 | 0 | 0
met5 | - | 0
## worst max-delay path, delay by kind of cell
kind                       cells  cell delay, ns
adders and majority gates      1            0.17
and+or+nand+nor                2            0.36
buffers and inverters          3            1.02
AOI/OAI and AO/OA              1            0.22
## power breakdown
| group | switching [mW] | leakage [nW] | internal, mW |
|---|---|---|---|
| Sequential | 0 | 0 | 0 |
| Clock | 0 | 0 | 0 |
| Combinational | 0.0239 | 0.229 | 0.0366 |
| Total | 0.0239 | 0.229 | 0.0366 |
No activity file was given, so power comes from the tool's default toggle rates.
