==> flow/config.mk <==
export PLATFORM = sky130hd
export DESIGN_NAME = fpga1_top_mlp
export DESIGN_NICKNAME = fpga1_top_mlp
export VERILOG_FILES = /design/flow/design.v
export SDC_FILE = /design/flow/constraint.sdc
export NUM_CORES = 4
export LEC_CHECK = 1
export CORE_AREA = 10 10 70 70
export DIE_AREA = 0 0 80 80
==> flow/run.sh <==
#!/bin/bash
# OpenROAD 26Q1-2900-gdf79404cd8, Yosys 0.63+post, stock flow scripts
make -C /OpenROAD-flow-scripts/flow DESIGN_CONFIG=/design/flow/config.mk WORK_HOME=/design/flow/orfs finish
==> flow/design.v <==
module fpga1_top_mlp (
    input        CLOCK_50,
    input  [3:0] SW,           
    output [9:0] GPIO_LINK,    
    output [9:0] LEDR          
);
    wire [3:0] x = SW[3:0];
    wire signed [9:0] z;
    mlp_mvm u_mvm (
        .x(x),
        .z(z)
    );
    assign GPIO_LINK = z[9:0];
    assign LEDR = z[9:0];
endmodule
module mlp_mvm (
    input  [3:0] x,            
    output signed [9:0] z
);
    localparam signed [9:0] W0 = 10'sd1;
    localparam signed [9:0] W1 = 10'sd2;
    localparam signed [9:0] W2 = -10'sd1;
    localparam signed [9:0] W3 = 10'sd3;
    wire [3:0] x_u = x;
    wire signed [9:0] term0 = x_u[0] ? W0 : 10'sd0;
    wire signed [9:0] term1 = x_u[1] ? W1 : 10'sd0;
    wire signed [9:0] term2 = x_u[2] ? W2 : 10'sd0;
    wire signed [9:0] term3 = x_u[3] ? W3 : 10'sd0;
    assign z = term0 + term1 + term2 + term3;
endmodule
==> flow/constraint.sdc <==
current_design fpga1_top_mlp

set clk_period 1.6
set clk_io_pct 0.2

create_clock -name clk0 -period $clk_period

set non_clock_inputs [all_inputs -no_clocks]
set_input_delay [expr $clk_period * $clk_io_pct] -clock clk0 $non_clock_inputs
set_output_delay [expr $clk_period * $clk_io_pct] -clock clk0 [all_outputs]
==> results.yml <==
# physical design summary
outcome:
  status: "finished with violations"
  violations: "negative setup slack"
global_route:
  grt_max_degree: 6
  track_usage: 0.0241
  grt_antenna_before_repair: 0
  overflow: 0
  grt_pass1_vias: 254
  grt_pass1_wl_um: 1320
final_timing:
  min_period_ns: 2.15
  postLayoutSetupSlackWorst_ns: -0.552
  hold_violations: 0
  drv_slew: 0
  fin_hold_ws_ns: 1.08
  rsz0062_at_grt: "true"
  finalCritPeriodShare: 1.35
  worst_pin_slew_ns: 0.162
  final-setup-viol-count: 19
  relSlewSlack: 0.892
  clock.fmax_mhz: 465
synthesis:
  synth_top_area_share: 0.371
  synth_stat.cells: 31
  synth.most_common_cell: "buf_4"
  seq_area_frac_synth: 0
  syn_area_sq_um: 263
  netlist_instances: 31
  ys_area_sq_um: 263
  yosysWarnings: 0
  ys_top_cells_by_count: "buf_4 (13), inv_1 (9), ha_1 (5), fa_1 (3), a21oi_2 (1)"
  synth.avg_cell_area_sq_um: 8.48
  yosysUniqueCellTypes: 5
  synth.area.top_cells: "buf_4 (37%), ha_1 (24%), fa_1 (23%)"
  largest_area_cell: "buf_4"
layout:
  post-route-util: 0.153
  syn_to_final_growth_pct: 98.6
  ff_count: 0
  seqCellArea_sq_um: 0
  clkbuf_count: 0
  stdcell_area_sq_um: 522
  fin_cells: 94
  layout-drive-gt1-share: 0.875
  combGateArea_sq_um: 181
  fillers: 394
die:
  core_region_area_sq_um: 3420
  die.size.y_um: 80
  die_width_um: 80
  fp_util: 0.0769
  pin_count: 25
  row_count: 21
  die-area_sq_um: 6400
placed_design:
  gp_congestion: 0.726
  place_area_sq_um: 498
  dp.cells: 90
  dpl.hpwl_um: 689
  placement.io_buffers: 24
power_and_ir_drop:
  p_leak_nw: 0.257
  power.density_nw_per_um2: 441
  vdd.ir_drop.worst_mv: 0.0525
setup_path:
  cp_max_fo: 5
  cpLargestDelayFamily: "adder cells"
  end_kind: "output port"
  crit_buf_inv: 4
  critPathArrivalTime_ns: 1.83
  path_cells: "buf_8, fa_1, ha_4, fa_2, inv_2, ha_4, buf_6, buf_6"
  crit_required_ns: 1.28
  startpoint_type: "input pin"
  cpPeakStageDelay_ns: 0.51
  critical_path.slowest_cell: "fa_1"
  critPathKind: "input pin to output port"
detailed_routing:
  drc: 0
  wl_per_cell_um: 8.03
  ant_nets: 0
  n_antenna_cell: 0
  drt_iter0_markers: 3
  wirelength_um: 755
  viasPerCell: 2.40
  drt-pass1-iter-count: 2
  num_vias: 226
min_path:
  hold_path.class: "input pin to output port"
run:
  warning_count: 38
  drv_cap: 0
clocking:
  hold_buffers: 0
-- layout make-up --
class,count,area share
inverters,9,0.0695
multi-input cells,9,0.348
well taps,46,0.110
repair buffers,30,0.472
-- path summary, 6_finish.rpt --
path	startpoint	to	cells after the start	slack, ns
worst min-delay path	SW[2]	LEDR[8]	4	1.08
worst max-delay path	SW[2]	LEDR[7]	8	-0.55
-- metal layers --
layer	share of wire	global-route usage	vias up
met4	0	0	0
li1	-	-	110
met3	0.098	0.00568	0
met5	0	0	-
met1	0.34	0.0267	107
met2	0.57	0.0474	9
-- report_power, final --
part | leakage [nW] | total, mW | switching, mW | internal, mW
sequential | 0 | 0 | 0 | 0
clock | 0 | 0 | 0 | 0
combinational | 0.257 | 0.230 | 0.0744 | 0.156
total | 0.257 | 0.230 | 0.0744 | 0.156
-- cells in the final DEF (no fill, tap or decap), types with 2 or more instances in the layout --
cell   instances
buf_2         12
buf_4          3
buf_6         12
fa_2           2
ha_1           2
ha_4           3
inv_1          2
inv_2          6
-- stage by stage --
| stage | TNS (ns) | total power [mW] | setup WS (ns) |
|---|---|---|---|
| finish | -7.80 | 0.230 | -0.552 |
| global route | -9.01 | 0.260 | -0.638 |
| CTS | -8.66 | 0.207 | -0.630 |
| detailed placement | -22.97 | 0.224 | -1.36 |
| global placement | -22.71 | 0.221 | -1.35 |
| floorplan | -4.12 | 0.114 | -0.388 |
-- cells by family after synthesis --
group,share of synthesized area
AOI/OAI and AO/OA,0.0333
buffers and inverters,0.500
adders and majority gates,0.467
-- worst min-delay path, delay by kind of cell --
| family | cells | cell delay, ns |
|---|---|---|
| buf+inv | 3 | 0.30 |
| fa+ha+maj | 1 | 0.14 |
-- what timing repair did --
action,in CTS,in global routing
gates resized,88,9
buffers inserted,3,1
setup endpoints to repair,20,19
pin swaps,7,7
No activity file was given, so power comes from the tool's default toggle rates.
